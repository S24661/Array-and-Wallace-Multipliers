<file path="design/flow/config.mk">
export PLATFORM = sky130hd
export DESIGN_NAME = ArrayMultiplier
export DESIGN_NICKNAME = ArrayMultiplier
export VERILOG_FILES = /design/flow/design.v
export SDC_FILE = /design/flow/constraint.sdc
export NUM_CORES = 4
export LEC_CHECK = 1
export CORE_UTILIZATION = 30
</file>
<file path="design/flow/constraint.sdc">
current_design ArrayMultiplier

set clk_period 12.0
set clk_io_pct 0.2

create_clock -name clk0 -period $clk_period

set non_clock_inputs [all_inputs -no_clocks]
set_input_delay [expr $clk_period * $clk_io_pct] -clock clk0 $non_clock_inputs
set_output_delay [expr $clk_period * $clk_io_pct] -clock clk0 [all_outputs]
</file>
<file path="design/flow/design.v">
module ArrayMultiplier (
    input  [15:0] A,
    input  [15:0] B, 
    output [31:0] PRODUCT
);
    wire [15:0] pp [15:0];
    genvar i, j;
    generate
        for (i = 0; i < 16; i = i + 1) begin 
            for (j = 0; j < 16; j = j + 1) begin 
                assign pp[i][j] = A[j] & B[i];
            end
        end
    endgenerate
    wire [31:0] sum [15:0];
    wire [31:0] carry [15:0];
    assign sum[0]   = {16'b0, pp[0]};
    assign carry[0] = 32'b0;
    generate
        for (i = 1; i < 16; i = i + 1) begin
            wire [31:0] sp = { { (16 - i){1'b0} }, pp[i], { i{1'b0} } };
            assign {carry[i], sum[i]} = sum[i-1] + sp;
        end
    endgenerate
    assign PRODUCT = sum[15];
endmodule
</file>
<file path="design/flow/run.sh">
#!/bin/bash
# OpenROAD 26Q1-2900-gdf79404cd8, Yosys 0.63+post, stock flow scripts
make -C /OpenROAD-flow-scripts/flow DESIGN_CONFIG=/design/flow/config.mk WORK_HOME=/design/flow/orfs finish
</file>
==> impl_metrics.ini <==
; physical design summary
[final_timing]
hold_viol = 0
fin_tns_setup_ns = 0
maxSlewHeadroom = 0.488
max_freq_ghz = 0.0880
slew_violations = 0
finalClockPeriodUsage = 0.947
worstMarginPinSlew_ns = 0.765
period_needed_ns = 11.37
rsz0062_at_grt = false
final-setup-viol-count = 0

[global_routing]
antenna_found_initial = 1
grt_pass1_wl_um = 31400
overflow = 0
grt_max_degree = 17
grt_pass1_vias = 6173
grt_use_total = 0.145

[clock_tree]
postCtsResizedCells = 0
cts_setup_buffers = 0
postCtsHoldBufs = 0

[route]
antenna_cells = 0
wl_per_cell_um = 14.2
wirelength_um = 18600
via_count = 6135
ant_nets = 0
vias_per_cell = 4.70
drc = 0
drt-initial-drc-count = 279
dr.pass1.iters = 5

[logic_synthesis]
syn_area_mm2 = 0.00823
area_leaders = fa_1 (48%), ha_1 (14%), inv_1 (8.8%)
postSynthAreaPerCell_um2 = 8.85
synthTopCellsByCount = fa_1 (198), inv_1 (193), nand2_1 (165), and2_1 (112), ha_1 (95)
ys_area_mm2 = 0.00823
top_cell_area_share = 0.482
synth_cells = 929
most_common_cell = fa_1
top_area_cell = fa_1
synth.distinct_cells = 41
yosysWarnings = 1
ys_cells = 929
ys_seq_frac = 0

[worst_setup_path]
path_class = input port to primary output
crit_path_max_incr_delay_ns = 0.92
cp-startpoint = A[14]
crit_slowest_cell = clkdlybuf4s50_1
cp.arrival_ns = 8.97
path_cells = clkdlybuf4s50_1, nand2_1, fa_1, inv_1, fa_1, inv_1, fa_1, inv_1, fa_1, fa_1, fa_1, ha_1, a21o_1, and3_4, a2111oi_4, a21oi_2, o211a_1, nor4b_1, clkdlybuf4s50_1
crit_path_end_kind = primary output
worstPathMaxFanout = 16
cp_common_cell = fa_1
start_kind = input port
critPathRequiredTime_ns = 9.60

[placement]
place_hpwl_um = 16100
dp_cells = 1306
numPortBuffers = 64
finalWeightedCongestion = 0.871

[cells_and_area]
n_sequential_cell = 0
drive_gt1_frac = 0.0135
clkbuf_count = 0
final_cells = 1306
areaGrowthSynthToFinish_pct = 12.1
fillers = 2772
flop_area_um2 = 0
logic_area_mm2 = 0.00736

[run_status]
run_status = complete, no violations

[run]
log.warning_count = 32
cap_violations = 0

[min_path]
hold_path_class = input port to primary output
holdCritStartpoint = B[0]

[floorplanning]
die_area_mm2 = 0.0281
pin_count = 64
die_h_um = 168
placementRows = 60
fp-utilization = 0.305
core_area_mm2 = 0.0270
die_w_um = 168
cell families (layout without fill, tap and decap cells):
family                     Yosys count  count (layout)  share of synthesized area
buffers and inverters              230             266                      0.105
xor gates and xnor gates            23              23                     0.0245
AOI/OAI and AO/OA                   71              71                     0.0602
adders and majority gates          293             293                      0.626
and+or+nand+nor                    312             312                      0.183
routing by layer:
layer	part of all wire	up-vias	global-route usage
li1	-	2874	-
met1	0.42	3103	0.207
met2	0.52	154	0.252
met3	0.052	4	0.0260
met4	0.0038	0	0.00479
met5	0	-	0
area by class of cell:
class                      instances  area share
timing repair buffer              73      0.0768
inverter                         193      0.0786
tap                              341      0.0463
multi-input combinational        699       0.798
layout by cell type, fill, tap and decap left out, drive strengths merged, types with 4 or more instances in the layout:
cell type and count:
a21o 12, a21oi 21, a31oi 4, and2 112, and3 6, buf 9
clkdlybuf4s50 64, fa 198, ha 95, inv 193, nand2 165, nand3 6
nor2 10, nor3 5, o21ai 10, xnor2 16, xor2 7
per-stage QoR:
stage / instance area (um^2) / hold WS [ns] / util / setup WS, ns
after floorplan: 8230 / 4.88 / - / 2.25
after global placement: 9220 / 6.11 / 0.342 / 0.651
after detailed placement: 9220 / 6.10 / 0.342 / 0.609
after CTS: 9220 / 6.11 / 0.342 / 0.602
after global routing: 9220 / 6.14 / 0.342 / 0.270
final: 9220 / 6.07 / 0.342 / 0.634
worst max-delay path: cells and delay by family:
family                     cells  cell delay [ns]
buffers and inverters          5             1.60
adders and majority gates      7             3.35
AOI/OAI and AO/OA              4             0.92
and+or+nand+nor                3             0.67
worst paths after layout:
kind / endpoint / cells past startpoint
worst min-delay path: PRODUCT[0] / 3
worst max-delay path: PRODUCT[26] / 19
