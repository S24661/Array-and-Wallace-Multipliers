### config.mk
export PLATFORM = sky130hd
export DESIGN_NAME = Optimized_Wallace
export DESIGN_NICKNAME = Optimized_Wallace
export VERILOG_FILES = /design/flow/design.v
export SDC_FILE = /design/flow/constraint.sdc
export NUM_CORES = 4
export LEC_CHECK = 1
export CORE_UTILIZATION = 30
### constraint.sdc
current_design Optimized_Wallace

set clk_period 8.1
set clk_io_pct 0.2

create_clock -name clk0 -period $clk_period [get_ports {clk}]

set non_clock_inputs [all_inputs -no_clocks]
set_input_delay [expr $clk_period * $clk_io_pct] -clock clk0 $non_clock_inputs
set_output_delay [expr $clk_period * $clk_io_pct] -clock clk0 [all_outputs]
### design.v
`timescale 1ns / 1ps
module black_cell(
    input  wire g_left, p_left,
    input  wire g_right, p_right,
    output wire g_out, p_out
);
    assign g_out = g_left | (p_left & g_right);
    assign p_out = p_left & p_right;
endmodule
module gray_cell(
    input  wire g_left, p_left,
    input  wire g_right,
    output wire g_out
);
    assign g_out = g_left | (p_left & g_right);
endmodule
module han_carlson_32(
    input  wire [31:0] a,
    input  wire [31:0] b,
    output wire [31:0] s,
    output wire        ca
);
    wire [31:0] g0, p0;
    assign g0 = a & b;
    assign p0 = a ^ b;
    wire [31:0] gg1, pp1;
    wire [31:0] gg2, pp2;
    wire [31:0] gg3, pp3;
    wire [31:0] gg4, pp4;
    wire [31:0] gg5, pp5;
    genvar i;
    generate
        for (i = 0; i < 32; i = i + 1) begin : STAGE1
            if (i >= 1) begin
                assign gg1[i] = g0[i] | (p0[i] & g0[i-1]);
                assign pp1[i] = p0[i] & p0[i-1];
            end else begin
                assign gg1[i] = g0[i];
                assign pp1[i] = p0[i];
            end
        end
    endgenerate
    generate
        for (i = 0; i < 32; i = i + 1) begin : STAGE2
            if (i >= 2) begin
                assign gg2[i] = gg1[i] | (pp1[i] & gg1[i-2]);
                assign pp2[i] = pp1[i] & pp1[i-2];
            end else begin
                assign gg2[i] = gg1[i];
                assign pp2[i] = pp1[i];
            end
        end
    endgenerate
    generate
        for (i = 0; i < 32; i = i + 1) begin : STAGE3
            if (i >= 4) begin
                assign gg3[i] = gg2[i] | (pp2[i] & gg2[i-4]);
                assign pp3[i] = pp2[i] & pp2[i-4];
            end else begin
                assign gg3[i] = gg2[i];
                assign pp3[i] = pp2[i];
            end
        end
    endgenerate
    generate
        for (i = 0; i < 32; i = i + 1) begin : STAGE4
            if (i >= 8) begin
                assign gg4[i] = gg3[i] | (pp3[i] & gg3[i-8]);
                assign pp4[i] = pp3[i] & pp3[i-8];
            end else begin
                assign gg4[i] = gg3[i];
                assign pp4[i] = pp3[i];
            end
        end
    endgenerate
    generate
        for (i = 0; i < 32; i = i + 1) begin : STAGE5
            if (i >= 16) begin
                assign gg5[i] = gg4[i] | (pp4[i] & gg4[i-16]);
                assign pp5[i] = pp4[i] & pp4[i-16];
            end else begin
                assign gg5[i] = gg4[i];
                assign pp5[i] = pp4[i];
            end
        end
    endgenerate
    wire [31:0] c;
    assign c[0] = 1'b0;
    generate
        for (i = 1; i < 32; i = i + 1) begin : CARRY_ASSIGN
            assign c[i] = gg5[i-1];
        end
    endgenerate
    assign ca = gg5[31];
    assign s = p0 ^ c;
endmodule
module full_adder(
    input a, b, c,
    output s, ca
);
    assign s  = a ^ b ^ c;
    assign ca = (a & b) | (b & c) | (c & a);
endmodule
module compressor_7to3(
    input  [31:0] a1, a2, a3, a4, a5, a6, a7,
    output [31:0] s,
    output [31:0] c1,   
    output [31:0] c2    
);
    genvar j;
    generate
        for (j = 0; j < 32; j = j + 1) begin
            wire s1, s2, s3, s4, d1, d2, d3, d4;
            full_adder f1 (.a(a1[j]), .b(a2[j]), .c(a3[j]), .s(s1), .ca(d1));
            full_adder f2 (.a(a4[j]), .b(a5[j]), .c(a6[j]), .s(s2), .ca(d2));
            full_adder f3 (.a(s1),   .b(s2),   .c(a7[j]),  .s(s3), .ca(d3));
            full_adder f4 (.a(d1),   .b(d2),   .c(d3),    .s(s4), .ca(d4));
            assign s[j]  = s3;
            assign c1[j] = s4;  
            assign c2[j] = d4;  
        end
    endgenerate
endmodule
module csa(
    input  [31:0] a, b, c,
    output [31:0] s,
    output [31:0] ca 
);
    assign s  = a ^ b ^ c;
    assign ca = ((a & b) | (b & c) | (c & a)) << 1;
endmodule
module Optimized_Wallace(
    input clk, rst,
    input [15:0] A, B,
    output reg [31:0] PRODUCT
);
    genvar i, j;
    wire [31:0] pp [0:15];
    generate
        for (i = 0; i < 16; i = i + 1) begin
            for (j = 0; j < 32; j = j + 1) begin
                if ((j >= i) && (j < i + 16))
                    assign pp[i][j] = A[j - i] & B[i];
                else
                    assign pp[i][j] = 1'b0;
            end
        end
    endgenerate
    wire [31:0] s0, s1_1, c0, c1, c0_2, c1_2, b0, b1, b0_2, b1_2;
     compressor_7to3 u1 (.a1(pp[0]), .a2(pp[1]), .a3(pp[2]), .a4(pp[3]), .a5(pp[4]), .a6(pp[5]), .a7(pp[6]), .s(s0), .c1(b0), .c2(b0_2));
     compressor_7to3 u2 (.a1(pp[7]), .a2(pp[8]), .a3(pp[9]), .a4(pp[10]), .a5(pp[11]), .a6(pp[12]), .a7(pp[13]), .s(s1_1), .c1(b1), .c2(b1_2));
   assign c0   = b0<<1;      
   assign c1   = b1<<1;      
   assign c0_2 = b0_2<<2;    
   assign c1_2 = b1_2<<2;   
    reg [31:0] r_s0, r_s1, r_c0, r_c1, r_c02, r_c12, r_pp14, r_pp15;
    always @(posedge clk or posedge rst) begin
        if (rst) begin
            r_s0 <= 0; r_s1 <= 0;
            r_c0 <= 0; r_c1 <= 0;
            r_c02 <= 0; r_c12 <= 0;
            r_pp14 <= 0; r_pp15 <= 0;
        end 
        else begin
            r_s0 <= s0; r_s1 <= s1_1;
            r_c0 <= c0; r_c1 <= c1;
            r_c02 <= c0_2; r_c12 <= c1_2;
            r_pp14 <= pp[14]; r_pp15 <= pp[15];
        end
    end
    wire [31:0] sum2, c1_s2, c2_s2, ca1, ca2;
    compressor_7to3 p1 (.a1(r_s0), .a2(r_s1), .a3(r_c0), .a4(r_c1), .a5(r_c02), .a6(r_c12), .a7(r_pp14), .s(sum2), .c1(c1_s2), .c2(c2_s2));
    assign ca1 = c1_s2<<1;     
    assign ca2 = c2_s2<<2;     
    reg [31:0] rsum2, rca1, rca2, rlt;
    always @(posedge clk or posedge rst) begin
        if (rst) begin
            rsum2 <= 0;
            rca1 <= 0;
            rca2 <= 0;
            rlt <= 0;
        end
        else begin
            rsum2 <= sum2;
            rca1 <= ca1;
            rca2 <= ca2;
            rlt <= r_pp15;
        end
    end
    wire [31:0] ps1, pca1, s, ca;
    csa q1 (.a(rsum2), .b(rca1), .c(rca2), .s(ps1), .ca(pca1));
    csa q2 (.a(rlt), .b(ps1), .c(pca1), .s(s), .ca(ca));
    reg [31:0] rsum, rcarry;
    always @(posedge clk or posedge rst) begin
        if (rst) begin
            rsum <= 0;
            rcarry <= 0;
        end 
        else begin
            rsum <= s;
            rcarry <= ca;
        end
    end
    wire [31:0] sum;
    wire carry;
    han_carlson_32 p2 (.a(rsum), .b(rcarry), .s(sum), .ca(carry));
    always @(posedge clk or posedge rst) begin
        if (rst)
            PRODUCT <= 0;
        else
            PRODUCT <= sum;
    end
endmodule
### run.sh
#!/bin/bash
# OpenROAD 26Q1-2900-gdf79404cd8, Yosys 0.63+post, stock flow scripts
make -C /OpenROAD-flow-scripts/flow DESIGN_CONFIG=/design/flow/config.mk WORK_HOME=/design/flow/orfs finish
==> impl_metrics.tcl <==
# implementation run metrics
set metrics [dict create \
    outcome "finished clean" \
    place.gp.congestion 0.8522 \
    ctsLongestPathBuffers 3 \
    vias_per_cell 4.100 \
    num_vias 8803 \
    synth-seq-area-share_pct 49.03 \
    ys_warn_count 1 \
    wirelength_um 31890 \
    die-area_um2 58290 \
    leakage_nw 9.835 \
    final_antenna_net_count 0 \
    synth-edff-count 0 \
    worstSetupStartpointType "input port" \
    period_used_pct 48.05 \
    worst_ir_drop_vdd_uv 165.9 \
    globalRouteOverflowTotal 0 \
    drv_slew 0 \
    syn_to_final_growth_pct 14.95 \
    ys_cells 1300 \
    crit_arrival_ps 4330 \
    clk_pin_slew_ps 70 \
    dr.first_iter.drc_count 315 \
    grt_max_degree 113 \
    drcViolationCount 0 \
    warning_count 35 \
    h-tree-depth 1 \
    antenna_cells 0 \
    avgRoutedWirePerCell_um 14.85 \
    cts_tree "yes" \
    initCoreUtil_pct 30.44 \
    clkLatencyLatePin_ps 570 \
    critPathKind "input port to register" \
    power_density_nw_per_um2 290.6 \
    ys_types 49 \
    core_um2 56500 \
    fp-row-count 87 \
    numSynthFlops 337 \
    first_pass_iters 5 \
    synthFlopType "dfrtp_1" \
    syn_area_per_cell_um2 13.23 \
    fin_ws_ps 4208 \
    grt_pass1_wl_um 53110 \
    ctsHoldBuffers 0 \
    period_needed_ps 3892 \
    min_path_type "register to register" \
    cp.required_ps 8540 \
    cts.sinks 337 \
    final_common_cell "dfrtp_1" \
    mostFrequentLayoutCells "dfrtp_1, and2_1, inv_1, fa_1, ha_1" \
    setup_viol 0 \
    cts-buffers-inserted 31 \
    syn_area_um2 17200 \
    drive_gt1_share_pct 4.960 \
    rsz0062_at_grt "false" \
    setup_tns_ps 0 \
    postCtsResizedCells 0 \
    ioPinCount 66 \
    maxCapViolCount 0 \
    async_flop_share_pct 100.0 \
    chipHeight_um 241.4 \
    crit_chain "clkdlybuf4s50_1 > and2_1 > fa_1 > inv_1 > fa_1 > inv_1 > fa_1" \
    cpPeakStageDelay_ps 840 \
    antenna_found_initial 0 \
    worst_slew_pin_slew_ps 819.6 \
    cts_post_setup_buffers_inserted 0 \
    path_max_fanout 16 \
    hold_slack_ps 345.2 \
    cp-end-kind "register" \
    crit_slowest_cell "clkdlybuf4s50_1" \
    grt_pass1_vias 9850 \
    fmax_mhz 257.0 \
    cts-root-buf "clkbuf_16" \
    dieWidth_um 241.4 \
    io_buffers 65 \
    relSlewSlack_pct 45.19 \
    synthCells 1300 \
    skew_ps 11.11 \
    cpMostUsedCell "fa_1" \
    yosys_area_um2 17200 \
    hpwl_um 23330 \
    grt_usage_pct 12.26 \
    place_ws_ps 3580 \
    finalHoldViolCount 0 \
]
-- registers in the layout (all words and copies together), names as in the netlist, 22 cells and up --
name,count
PRODUCT,32
rsum,31
rsum2,30
q1.b,27
rcarry,27
q1.c,24
p1.a2,22
r_s0,22
-- final cells by class --
| class | count | area [µm²] |
|---|---|---|
| Inverter | 205 | 773.2 |
| Clock inverter | 14 | 187.7 |
| Timing Repair Buffer | 73 | 723.2 |
| Clock buffer | 40 | 859.6 |
| Multi-Input combinational cell | 722 | 7848 |
| Sequential cell | 337 | 8433 |
| Tap cell | 756 | 945.9 |
| Fill cell | 5317 | 36730 |
-- synthesized netlist by cell type (all sizes together) (3+ instances only) --
cell type  number  area (µm²)
xor2            7       61.31
nor2           21       78.83
o211ai          6       45.04
nand2          68       255.2
nand3           5       25.02
and2          210        1314
o21a            5       38.79
a311oi          3       32.53
a21oi          28       155.2
inv           205       769.5
o21ai           8       40.03
dfrtp         337        8433
a21o           10       76.32
ha            104        1301
fa            203        4064
xnor2          14       122.6
clkbuf         34       131.4
nand4           3       18.77
-- kinds of logic (layout without fill, tap and decap cells) --
logic type | after synthesis | in the layout | synth area share, %
AOI/OAI and AO/OA | 72 | 72 | 2.903
xor gates and xnor gates | 21 | 21 | 1.069
adders and majority gates | 307 | 307 | 31.19
buffers and inverters | 241 | 332 | 5.340
DFF | 337 | 337 | 49.03
muxes | 2 | 2 | 0.1237
and+or+nand+nor | 320 | 320 | 10.34
-- metrics by stage --
| step | std cells | util (%) | total power, mW | cell area (µm²) |
|---|---|---|---|---|
| finish | 2147 | 34.99 | 5.745 | 19770 |
| global route | 2147 | 34.99 | 6.274 | 19770 |
| CTS | 2147 | 34.99 | 5.874 | 19770 |
| detailed placement | 2093 | 33.14 | 4.344 | 18720 |
| global placement | 2093 | 33.14 | 4.311 | 18720 |
| floorplan | 1300 | - | 3.657 | 17200 |
-- per-layer routing --
metal	wire [µm]	global-route usage (%)	vias to the layer above
li1	-	-	4060
met1	14550	18.36	4500
met3	2394	3.884	41
met4	572	1.841	0
met5	0	0	-
met2	14370	18.60	202
-- worst paths after layout --
path	from	endpoint	slack [ps]	cells past startpoint
worst max-delay path	A[6]	p1.a4[14]	4210	7
worst min register to register	rsum[2]	PRODUCT[2]	350	0
max in group asynchronous	rst	p1.a4[17]	4830	4
worst max register to register	rcarry[5]	PRODUCT[31]	5300	11
worst min-delay path	rsum[2]	PRODUCT[2]	350	0
min in group asynchronous	rst	PRODUCT[31]	1540	2
-- critical path, delay by kind of cell --
family / cells / cell delay, ps
adders and majority gates: 3 / 1360
and+or+nand+nor: 1 / 370
buffers and inverters: 3 / 970
-- where the power goes --
group / switching [mW] / internal (mW) / leakage (nW) / total (mW)
clock network: 0.609 / 0.874 / 0.516 / 1.48
registers: 0.184 / 2.15 / 4.23 / 2.34
logic: 1.04 / 0.884 / 5.09 / 1.93
total: 1.83 / 3.91 / 9.84 / 5.75
Power figures rest on the tool's default switching activity, not on a simulated workload.
